==> /design/flow/design.v <==
interface intf();
  logic clk;
  logic reset_n;
  logic tx;
  logic rx;
  logic cts_n;
  logic rts_n;
  logic [7:0] tx_data;
  logic [1:0] data_bit_num;
  logic stop_bit_num;
  logic parity_en;
  logic parity_type;
  logic start_tx;
  logic rx_done;
  logic tx_done;
  logic [7:0] rx_data;
  logic parity_error;
endinterface
module uart (clk,reset_n,rx,cts_n,tx,rts_n,tx_data,data_bit_num,stop_bit_num,parity_en,parity_type,start_tx,rx_data,tx_done,rx_done,parity_error);
input   clk ;
input   reset_n ;
input   rx ;
input   cts_n ;
output   tx ;
output   rts_n ;
input  [7:0] tx_data ;
input  [1:0] data_bit_num ;
input   stop_bit_num ;
input   parity_en ;
input   parity_type ;
input   start_tx ;
output  [7:0] rx_data ;
output   tx_done ;
output   rx_done ;
output   parity_error ;
wire   clk_tx ;
wire   clk_rx ;
wire   Tpl_18 ;
wire   Tpl_19 ;
wire   Tpl_20 ;
wire   Tpl_21 ;
wire  [7:0] Tpl_22 ;
wire  [1:0] Tpl_23 ;
wire   Tpl_24 ;
wire   Tpl_25 ;
wire   Tpl_26 ;
wire   Tpl_27 ;
logic   Tpl_28 ;
logic   Tpl_29 ;
logic  [1:0] Tpl_30 ;
logic  [1:0] Tpl_31 ;
logic  [2:0] Tpl_32 ;
logic  [2:0] Tpl_33 ;
logic  [1:0] Tpl_34 ;
logic  [1:0] Tpl_35 ;
logic  [7:0] Tpl_36 ;
wire   Tpl_37 ;
wire   Tpl_38 ;
wire   Tpl_39 ;
wire   Tpl_40 ;
wire  [1:0] Tpl_41 ;
wire   Tpl_42 ;
wire   Tpl_43 ;
wire   Tpl_44 ;
wire  [7:0] Tpl_45 ;
wire   Tpl_46 ;
logic   Tpl_47 ;
logic   Tpl_48 ;
logic  [1:0] Tpl_49 ;
logic  [1:0] Tpl_50 ;
logic  [3:0] Tpl_51 ;
logic  [3:0] Tpl_52 ;
logic  [1:0] Tpl_53 ;
logic  [3:0] Tpl_54 ;
logic  [1:0] Tpl_55 ;
logic  [7:0] Tpl_56 ;
logic   Tpl_57 ;
logic   Tpl_58 ;
wire   Tpl_59 ;
wire   Tpl_60 ;
wire   Tpl_61 ;
wire   Tpl_62 ;
wire   Tpl_63 ;
logic  [4:0] Tpl_64 ;
logic  [8:0] Tpl_65 ;
assign Tpl_18 = clk;
assign Tpl_19 = reset_n;
assign Tpl_20 = clk_tx;
assign Tpl_21 = cts_n;
assign Tpl_22 = tx_data;
assign Tpl_23 = data_bit_num;
assign Tpl_24 = stop_bit_num;
assign Tpl_25 = parity_en;
assign Tpl_26 = parity_type;
assign Tpl_27 = start_tx;
assign tx = Tpl_28;
assign tx_done = Tpl_29;
assign Tpl_37 = clk;
assign Tpl_38 = reset_n;
assign Tpl_39 = clk_rx;
assign Tpl_40 = rx;
assign Tpl_41 = data_bit_num;
assign Tpl_42 = stop_bit_num;
assign Tpl_43 = parity_en;
assign Tpl_44 = parity_type;
assign rx_data = Tpl_45;
assign rts_n = Tpl_46;
assign rx_done = Tpl_47;
assign parity_error = Tpl_48;
assign Tpl_60 = clk;
assign Tpl_61 = reset_n;
assign clk_tx = Tpl_62;
assign clk_rx = Tpl_63;
always @(*)
begin
case (Tpl_23)
2'b00: begin
Tpl_32 = 3'd4;
Tpl_36 = Tpl_22[4:0];
end
2'b01: begin
Tpl_32 = 3'd5;
Tpl_36 = Tpl_22[5:0];
end
2'b10: begin
Tpl_32 = 3'd6;
Tpl_36 = Tpl_22[6:0];
end
2'b11: begin
Tpl_32 = 3'd7;
Tpl_36 = Tpl_22[7:0];
end
default: Tpl_32 = 3'd7;
endcase
end
always @(*)
begin
case ({{Tpl_25,Tpl_24}})
2'b00: Tpl_34 = 2'd0;
2'b01: Tpl_34 = 2'd1;
2'b10: Tpl_34 = 2'd1;
2'b11: Tpl_34 = 2'd2;
default: Tpl_34 = 2'd0;
endcase
end
always @( posedge Tpl_18 or negedge Tpl_19 )
begin
if ((~Tpl_19))
begin
Tpl_30 <= 2'b00;
end
else
begin
Tpl_30 <= Tpl_31;
case (Tpl_30)
2'b00: begin
Tpl_33 <= 0;
Tpl_35 <= 0;
end
2'b10: begin
if (Tpl_20)
begin
Tpl_33 <= (Tpl_33 + 1);
end
else
Tpl_33 <= Tpl_33;
end
2'b11: begin
if (Tpl_20)
begin
Tpl_35 <= (Tpl_35 + 1);
end
else
Tpl_35 <= Tpl_35;
end
default: begin
Tpl_33 <= 0;
Tpl_35 <= 0;
end
endcase
end
end
always @(*)
begin
case (Tpl_30)
2'b00: begin
if (((Tpl_27 && (!Tpl_21)) && Tpl_20))
begin
Tpl_31 = 2'b01;
end
else
Tpl_31 = 2'b00;
end
2'b01: begin
if (Tpl_20)
begin
Tpl_31 = 2'b10;
end
else
Tpl_31 = 2'b01;
end
2'b10: begin
if (Tpl_20)
begin
if ((Tpl_33 == Tpl_32))
begin
Tpl_31 = 2'b11;
end
else
Tpl_31 = 2'b10;
end
else
Tpl_31 = 2'b10;
end
2'b11: begin
if (Tpl_20)
begin
if ((Tpl_35 == Tpl_34))
begin
Tpl_31 = 2'b00;
end
else
Tpl_31 = 2'b11;
end
else
Tpl_31 = 2'b11;
end
default: Tpl_31 = 2'b00;
endcase
end
always @(*)
begin
case (Tpl_30)
2'b00: begin
Tpl_28 = 1'b1;
end
2'b01: begin
Tpl_28 = 1'b0;
end
2'b10: begin
Tpl_28 = Tpl_22[Tpl_33];
end
2'b11: begin
if ((Tpl_25 && (Tpl_35 == 0)))
begin
Tpl_28 = (Tpl_26 ? (^Tpl_36) : (~^Tpl_36));
end
else
Tpl_28 = 1'b1;
end
default: Tpl_28 = 1'b1;
endcase
end
always @( posedge Tpl_18 or negedge Tpl_19 )
begin
if ((~Tpl_19))
begin
Tpl_29 <= 1;
end
else
begin
if (Tpl_20)
begin
if ((((Tpl_30 == 2'b11) && (Tpl_35 == Tpl_34)) || (Tpl_30 == 2'b00)))
begin
Tpl_29 <= 1;
end
else
Tpl_29 <= 0;
end
else
Tpl_29 <= Tpl_29;
end
end
always @(*)
begin
case (Tpl_41)
2'b00: Tpl_52 = 4'd5;
2'b01: Tpl_52 = 4'd6;
2'b10: Tpl_52 = 4'd7;
2'b11: Tpl_52 = 4'd8;
default: Tpl_52 = 4'd8;
endcase
end
always @(*)
begin
case ({{Tpl_43,Tpl_42}})
2'b00: Tpl_53 = 2'd1;
2'b01: Tpl_53 = 2'd2;
2'b10: Tpl_53 = 2'd2;
2'b11: Tpl_53 = 2'd3;
default: Tpl_53 = 2'd1;
endcase
end
always @(*)
begin
case (Tpl_49)
2'b11: begin
if ((!Tpl_40))
Tpl_50 = 2'b00;
else
Tpl_50 = 2'b11;
end
2'b00: begin
if ((Tpl_51 == 15))
begin
Tpl_50 = 2'b01;
end
else
Tpl_50 = 2'b00;
end
2'b01: begin
if (((Tpl_51 == 15) && (Tpl_54 == Tpl_52)))
begin
Tpl_50 = 2'b10;
end
else
Tpl_50 = 2'b01;
end
2'b10: begin
if (((Tpl_51 == 15) && (Tpl_55 == Tpl_53)))
begin
Tpl_50 = 2'b11;
end
else
Tpl_50 = 2'b10;
end
default: Tpl_50 = 2'b11;
endcase
end
always @( posedge Tpl_37 or negedge Tpl_38 )
begin
if ((~Tpl_38))
begin
Tpl_49 <= 2'b00;
Tpl_54 <= 0;
Tpl_55 <= 0;
Tpl_51 <= 0;
end
else
begin
Tpl_49 <= Tpl_50;
case (Tpl_49)
2'b11: begin
Tpl_51 <= 0;
Tpl_58 <= 0;
end
2'b00: begin
Tpl_54 <= 0;
Tpl_55 <= 0;
if (Tpl_39)
begin
Tpl_51 <= (Tpl_51 + 1'b1);
if ((Tpl_51 == 15))
begin
Tpl_51 <= 0;
end
end
else
Tpl_51 <= Tpl_51;
end
2'b01: begin
if (Tpl_39)
begin
Tpl_51 <= (Tpl_51 + 1'b1);
if ((Tpl_51 == 8))
begin
Tpl_54 <= (Tpl_54 + 1);
Tpl_56[Tpl_54] <= Tpl_40;
Tpl_58 <= (Tpl_58 ^ Tpl_40);
end
else
if ((Tpl_51 == 15))
begin
Tpl_51 <= 0;
end
end
else
Tpl_51 <= Tpl_51;
end
2'b10: begin
if (Tpl_39)
begin
Tpl_51 <= (Tpl_51 + 1);
if ((Tpl_51 == 8))
begin
Tpl_55 <= (Tpl_55 + 1);
end
else
if ((Tpl_51 == 15))
begin
Tpl_51 <= 0;
end
end
else
Tpl_51 <= Tpl_51;
end
endcase
end
end
always @(*)
begin
case (Tpl_49)
2'b11: begin
Tpl_47 = 1;
end
2'b00: begin
Tpl_47 = 1;
end
2'b01: begin
Tpl_47 = 0;
end
2'b10: begin
Tpl_47 = ((Tpl_51 == 15) && (Tpl_55 == Tpl_53));
if (((Tpl_55 == 0) && Tpl_43))
begin
Tpl_57 = Tpl_40;
end
Tpl_48 = (Tpl_43 ? (Tpl_44 ? (Tpl_58 != Tpl_57) : ((~Tpl_58) != Tpl_57)) : 1'b0);
end
default: begin
Tpl_47 = 0;
end
endcase
end
assign Tpl_46 = (~Tpl_47);
assign Tpl_45 = Tpl_56;
assign Tpl_63 = (Tpl_64 == 0);
assign Tpl_62 = (Tpl_65 == 0);
always @( posedge Tpl_60 or negedge Tpl_61 )
begin
if ((~Tpl_61))
begin
Tpl_64 <= 0;
end
else
begin
if ((Tpl_64 == 27))
begin
Tpl_64 <= 0;
end
else
Tpl_64 <= (Tpl_64 + 1);
end
end
always @( posedge Tpl_60 or negedge Tpl_61 )
begin
if ((~Tpl_61))
begin
Tpl_65 <= 0;
end
else
begin
if ((Tpl_65 == 434))
begin
Tpl_65 <= 0;
end
else
Tpl_65 <= (Tpl_65 + 1);
end
end
endmodule
==> /design/flow/run.sh <==
#!/bin/bash
# OpenROAD 26Q1-2900-gdf79404cd8, Yosys 0.63+post, stock flow scripts
make -C /OpenROAD-flow-scripts/flow DESIGN_CONFIG=/design/flow/config.mk WORK_HOME=/design/flow/orfs finish
==> /design/flow/config.mk <==
export PLATFORM = sky130hd
export DESIGN_NAME = uart
export DESIGN_NICKNAME = uart
export VERILOG_FILES = /design/flow/design.v
export SDC_FILE = /design/flow/constraint.sdc
export NUM_CORES = 4
export LEC_CHECK = 1
export CORE_UTILIZATION = 30
==> /design/flow/constraint.sdc <==
current_design uart

set clk_period 3.4
set clk_io_pct 0.2

create_clock -name clk0 -period $clk_period [get_ports {clk}]

set non_clock_inputs [all_inputs -no_clocks]
set_input_delay [expr $clk_period * $clk_io_pct] -clock clk0 $non_clock_inputs
set_output_delay [expr $clk_period * $clk_io_pct] -clock clk0 [all_outputs]
==> Changelog: implementation <==
## Implementation

- OpenROAD warnings: 38
- #FFs+latches synth: 49
- Power density relative to cell area: 282 mW/mm^2
- Routed WL: 5.55 mm
- XOR-XNOR Cells, Area Fraction: 8.26%
- Register-to-register setup slack: 820 ps
- Final critical-path required period: 3310 ps
- Normalized max-slew margin: 67.1%
- Largest cells by area: dfrtp_1, edfxtp_1, ha_1
- Via-per-instance ratio: 4.61
- Maximum clock path buffer count: 2
- Routed len/inst: 11.8 um
- Complex Gates by Area: 12.4%
- Fraction of final layout cells sized beyond drive strength 1: 12.8%
- Mean cell area of the mapped netlist: 9.96 um^2
- Type of the worst setup path: in2out
- Peak supply drop: 0.000145 V
- Number of instances in the synthesized netlist: 298
- Status: completed
- Later-pin clock latency in the skew report: 290 ps
- Final hold viol count: 0
- Chip Area: 0.0103 mm^2
- Critical Path RT: 2720 ps
- Length of the first detailed-routing pass in iterations: 4
- Effective utilization at floorplan: 31.5%
- Placed wire-length estimate: 4.19 mm
- CP Capture Type: primary output
- Sum of overflow across all layers after global routing: 0
- Synth Area in Adders: 9.27%
- DR iter-0 viols: 53
- Antenna violations before repair: 0
- Switching power as a share of total power: 22.5%
- Worst-margin pin slew: 490 ps
- Max-capacitance violation count: 0
- Worst setup slack before clock tree synthesis: -173 ps
- Area share of the leading cell type in the synthesized netlist: 25.3%
- Fraction of synthesized area in multiplexers: 4.43%
- Maximum clock skew at final layout: 9.59 ps
- Most frequent cells after synthesis: nand2_1, dfrtp_1, inv_1
- Library cell occupying the most area in the post-synthesis netlist: dfrtp_1
- Cell count after placement: 463
- Post-synthesis to final-layout area growth: 21.4%
- Relative contribution of combinational cells to total power: 10.4%
- Number of hold buffers added after CTS: 0
- Layout fillers: 928
- Depth of the most critical reg-to-reg path: 6
- Horiz. Die Dim: 101 um
- Yosys warning total: 2
- Number of enable-type register cells in the synthesized netlist: 14
- Post-synth design cell area: 0.00297 mm^2
- Most used DFF post-synth: dfrtp_1
- Number of CTS-inserted buffers: 5
- Worst reg2reg path startpoint: Tpl_64[0]
- Via count of the first global-routing pass: 2108
- Routed via count: 2175
- Register pins left without a clock: 2
- Final hold slack: 484 ps
- Io pins: 31
- Core outline area: 0.00942 mm^2
- Post-route ant nets: 0
- Worst Hold Endpoint: Tpl_65[0]
- Yosys top cell by instances: nand2_1
- Final slew viol count: 0
- Residual DRC count: 0
- Worst reg2reg endpoint: Tpl_56[1]
- Final setup margin: 86.1 ps
- Share of power burned in the clock network: 32.2%
- Vertical die size: 101 um
- Post-synthesis async set-or-reset flop share: 67.3%
- Worst hold path stage count: 1
- Data arrival, critical path: 2630 ps
- Global-route wire length before repair: 9.80 mm
- Clock-pin slew on the worst setup and hold paths: 90 ps
- Non-Filler Instances: 472
- Number of distinct standard cells referenced by the synthesized netlist: 52
- Leakage component of the power: 1.51 nW
- Peak Freq: 302 MHz
- Hold Crit Class: reg2reg
- Largest net degree at the start of global routing: 24
- PortBufs: 30
- Total Routing Usage GR: 12.0%
- Total setup violations reported at the end of the flow: 0
- H-tree depth: 2
- Total power after layout: 1.02 mW
- Clock root cell: clkbuf_8
- Internal portion of total power: 0.787 mW
- Chip Area, Yosys: 0.00297 mm^2
- Worst-path fanout max: 2
- Top comb family, area: simple AND/OR/NAND/NOR gates
- Global placement routability congestion: 0.788
- Post-layout period usage of the worst path: 97.5%
- Hold path start: Tpl_65[0]
- Std cell rows: 35
- Part of the power in registers: 57.4%
- Antenna Diode Count: 0
- Sw Pwr: 0.229 mW
- CTS tree: built
- Setup repair after global routing missed its margin: no
- Endpoints left unconstrained: 3
- Fraction of the mapped netlist area in simple logic gates: 17.8%
- Element type at the critical path start: input pin
- Yosys Instances: 298
- Final total negative setup slack: 0 ps
[metrics by stage]
stage	utilization [%]	instance area, um^2
finish	38.3	3600
global route	38.3	3600
CTS	38.2	3590
detailed placement	37.1	3490
global placement	37.1	3490
floorplan	-	2970
[registers in the layout, indices dropped and copies added (netlist names)]
register,cells
Tpl_29,1
Tpl_30,4
Tpl_33,3
Tpl_35,2
Tpl_48,1
Tpl_49,4
Tpl_51,4
Tpl_54,4
Tpl_55,2
Tpl_56,8
Tpl_57,1
Tpl_58,1
Tpl_64,5
Tpl_65,9
[critical path: stages]
cell and delay (ps):
clkdlybuf4s50_1 440, mux4_2 470, mux2_2 280, a221oi_2 250, o21ai_1 100, clkdlybuf4s50_1 410
[area by class of cell]
type	instances	area [um^2]	area share, %
flip-flops and latches	49	1280	35.5
clock buffers	6	72.6	2.01
repair buffers	46	418	11.6
clock inverters	2	11.3	0.313
inverters	24	90.1	2.50
well taps	129	161	4.48
multi-input cells	216	1570	43.6
[worst max-delay path by stage]
| stage | startpoint | endpoint | cells past startpoint |
|---|---|---|---|
| 4_1_cts | stop_bit_num | rx_done | 7 |
| 5_1_grt | tx_data[3] | tx | 6 |
| 6_report | tx_data[4] | tx | 6 |
[routing by layer]
| metal | track usage (%) | part of all wire (%) | vias up |
|---|---|---|---|
| li1 | - | - | 1119 |
| met4 | 1.11 | 1.0 | 0 |
| met1 | 19.6 | 51 | 1025 |
| met5 | 0 | 0 | - |
| met2 | 18.6 | 45 | 27 |
| met3 | 1.26 | 2.7 | 4 |
[logic make-up after synthesis]
group                      count (synthesis)
DFF                                       47
AOI/OAI and AO/OA                         54
muxes                                     10
latches                                    2
buffers and inverters                     33
and+or+nand+nor                          102
xor gates and xnor gates                  28
adders and majority gates                 22
[repair_timing]
item,CTS,global route
buffers inserted,1,0
gates resized,6,3
pin swaps,3,0
setup endpoints to repair,1,2
[power by group through the flow]
| stage | registers, mW | clock network, mW | logic, mW |
|---|---|---|---|
| CTS | 0.583 | 0.342 | 0.107 |
| global route | 0.583 | 0.367 | 0.116 |
| finish | 0.583 | 0.327 | 0.106 |
[cells in the final DEF (no fill, tap or decap), types with 2 or more instances in the layout]
| cell type | instances |
|---|---|
| nand2b_1 | 3 |
| xor2_1 | 10 |
| inv_1 | 24 |
| buf_4 | 16 |
| o21ai_1 | 2 |
| and3_1 | 6 |
| and2_1 | 2 |
| edfxtp_1 | 14 |
| a31oi_1 | 2 |
| dlxtn_1 | 2 |
| o31a_2 | 2 |
| nand3b_1 | 3 |
| xnor2_1 | 18 |
| and4_1 | 4 |
| o2bb2ai_1 | 6 |
| o21ai_0 | 15 |
| mux4_2 | 2 |
| nor2b_1 | 3 |
| dfstp_2 | 3 |
| dlygate4sd2_1 | 2 |
| mux2i_1 | 3 |
| mux2_2 | 5 |
| dfrtp_1 | 30 |
| ha_2 | 2 |
| o21ai_2 | 2 |
| a22o_1 | 3 |
| nor2_1 | 22 |
| a21oi_1 | 8 |
| o31ai_1 | 2 |
| clkbuf_8 | 5 |
| nand3_1 | 10 |
| nand2_1 | 36 |
| ha_1 | 20 |
| nor3_1 | 5 |
| clkdlybuf4s50_1 | 28 |
Power and IR drop assume default switching activity.
